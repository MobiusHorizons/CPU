$ cat flow/constraint.sdc
current_design first_counter

set clk_period 2.4
set clk_io_pct 0.2

create_clock -name clk0 -period $clk_period [get_ports {clock}]

set non_clock_inputs [all_inputs -no_clocks]
set_input_delay [expr $clk_period * $clk_io_pct] -clock clk0 $non_clock_inputs
set_output_delay [expr $clk_period * $clk_io_pct] -clock clk0 [all_outputs]
$ cat flow/config.mk
export PLATFORM = sky130hd
export DESIGN_NAME = first_counter
export DESIGN_NICKNAME = first_counter
export VERILOG_FILES = /design/flow/design.v
export SDC_FILE = /design/flow/constraint.sdc
export NUM_CORES = 4
export LEC_CHECK = 1
export CORE_AREA = 10 10 70 70
export DIE_AREA = 0 0 80 80
$ cat flow/run.sh
#!/bin/bash
# OpenROAD 26Q1-2900-gdf79404cd8, Yosys 0.63+post, stock flow scripts
make -C /OpenROAD-flow-scripts/flow DESIGN_CONFIG=/design/flow/config.mk WORK_HOME=/design/flow/orfs finish
$ cat flow/design.v
module first_counter(
clock,
reset,
enable,
counter_out
);
input clock;
input reset;
input enable;
output [15:0] counter_out;
wire clock;
wire reset;
wire enable;
reg [15:0] counter_out;
always @ (posedge clock)
begin : COUNTER
	if(reset == 1'b1) begin
		counter_out <= #1 4'b0000;
	end
	else if (enable == 1'b1) begin
		counter_out <= #1 counter_out + 1;
	end
end
endmodule
==> reports/results.tsv <==
metric	value	unit
pre_cts_ws	0.145	ns
worst_clock_skew	0.000843	ns
crit-reg2reg-launch	counter_out[5]$_SDFFE_PP0P_	
hold-worst-slack	0.523	ns
first_global_vias	667	
globalRoute.totalOverflow	0	
holdCritStartpoint	counter_out[13]$_SDFFE_PP0P_	
report.final.setup_viol	0	
number_of_antenna_violations_at_the_first_check_in_global_routing	0	
register_area_share_after_synthesis	0.423	
final_layout_size_suffix_gt1_frac	0.118	
number_of_instances_in_the_placed_design	145	
finalCoreUtilization	0.297	
fp.dieH	80	um
clkTransAtPathRegs	0.09	ns
largestRegisters	counter_out x16	
fp.dieArea	6400	sq um
seq_power_share	0.628	
timing.critical_path.from	enable	
stage_log_warnings	25	
cts_tree	built	
slew_headroom	0.705	
synth-area-yosys	757	sq um
max-clock-path-buffers	2	
p_sw	0.0957	mW
max_freq	509	MHz
syn_area_per_cell	9.12	sq um
final-seq-area	320	sq um
cts_root_buf	sky130_fd_sc_hd__clkbuf_4	
synthFlopType	sky130_fd_sc_hd__dfxtp_1	
layout.cells.non_filler	148	
clk_latency	0.28	ns
routed-via-count	614	
least_setup_slack_across_all_paths_after_layout	0.435	ns
synth-edff-count	0	
power.ir.vdd_worst	0.299	mV
post_cts_resize_count	0	
cell_internal_pwr	0.342	mW
largest_register	counter_out	
netlist-cell-type-count	28	
gp_congestion	0.846	
numSynthFlops	16	
unrepaired_setup_endpoints_after_global_routing	no	
regToRegSetupSlack	0.57	ns
post_cts_setup_bufs	0	
cts_buffers	3	
synth_warnings	1	
placement_rows	21	
number_of_levels_in_the_clock_h_tree	1	
hold_class	reg -> reg	
global_route_wire_length_before_repair	3020	um
wirelength_per_cell	11.3	um
final_min_period_over_clock_period	0.819	
final_critical_period	1.97	ns
tns	0	ns
grt_util_all_layers	0.0567	
core_footprint	3420	sq um
drt_first_iter_violations	31	
design.portCount	19	
worst-r2r-cell-count	4	
largest_register_ffs	16	
outcome	complete, no violations	
vias_per_cell	4.15	
detail_route.drc_violations	0	
drv_slew	0	
antenna-diode-count	0	
cp-start-kind	input port	
area_delta_synth_final	33.9	%
num-fill-cells	376	
p_per_cell_area	432	nW/um^2
worstMarginPinSlew	0.442	ns
critical_path_peak_fanout	8	
clock_sink_count	16	
detailedRoute.firstPassIterationCount	3	
die_width	80	um
numPortBuffers	18	
pin_count_of_the_biggest_net_entering_global_routing	14	
worst_setup_path_end_kind	register	
power_frac_comb	0.060	
dp_hpwl	1290	um
arrival_time_of_data_at_the_critical_path_endpoint	2.18	ns
cts.hold.buffers_added	0	
syn-instance-count	83	
critical_path_required	2.61	ns
fp-utilization	0.222	
timing.hold.worst_path_depth	2	
ant_nets	0	
critical_path_class	in -> reg	
area.combinational	418	sq um
report.final.hold_viol_count	0	
finalWirelength	1680	um
max_cap_violations	0	
power.share.switching	0.218	
syn-cell-area	757	sq um
yosys-stat-cells	83	
synth_async_sr_flop_share	0	
power_leakage	0.343	nW
power.clock.fraction	0.312	
## synthesized netlist by cell type (2+ instances only)
cell type,count,area (sq um)
sky130_fd_sc_hd__dfxtp_1,16,320
sky130_fd_sc_hd__nor2_1,16,60.1
sky130_fd_sc_hd__nand2_1,6,22.5
sky130_fd_sc_hd__xnor2_1,6,52.6
sky130_fd_sc_hd__xor2_1,4,35.0
sky130_fd_sc_hd__a21oi_1,3,15.0
sky130_fd_sc_hd__clkbuf_1,3,11.3
sky130_fd_sc_hd__nand3_1,3,15.0
sky130_fd_sc_hd__nor3_1,3,15.0
sky130_fd_sc_hd__nor4_1,3,18.8
sky130_fd_sc_hd__inv_1,2,7.51
sky130_fd_sc_hd__mux2_2,2,22.5
## logic make-up (layout without fill, tap and decap cells)
logic type	count (synthesis)	after routing	share of synthesized area
AND-OR/OR-AND	6	6	0.0496
XOR/XNOR	10	10	0.116
adder cells (fa/ha/maj)	1	1	0.0165
buffers and inverters	5	24	0.0248
flip-flops	16	16	0.423
multiplexers	3	3	0.0430
AND/OR/NAND/NOR	42	42	0.327
## worst max-delay path: stages
cell                              delay, ns
sky130_fd_sc_hd__clkdlybuf4s50_1       0.63
sky130_fd_sc_hd__nand4_4               0.21
sky130_fd_sc_hd__nor4_4                0.32
sky130_fd_sc_hd__or3b_1                0.37
sky130_fd_sc_hd__a21oi_1               0.15
## per-layer routing
metal	global-route usage	up-vias	wire [um]
met1	0.0743	271	849
li1	-	325	-
met2	0.0851	16	666
met5	0	-	0
met4	0.00528	0	10
met3	0.0284	2	152
## path summary, 6_finish.rpt
kind | end
worst max-delay path | counter_out[13]$_SDFFE_PP0P_
worst min-delay path | counter_out[13]$_SDFFE_PP0P_
worst max register to register | counter_out[14]$_SDFFE_PP0P_
worst min register to register | counter_out[13]$_SDFFE_PP0P_
## placed cells by master, fill, tap and decap left out, drive strengths merged, types with 2 or more instances in the layout
master,n
nor2,16
dfxtp,16
clkbuf,3
xnor2,6
nand2,6
nor3,3
clkdlybuf4s50,18
inv,2
nand3,3
nand4,3
xor2,4
a21oi,3
nor4,4
mux2,2
## through the flow
stage,cell area (sq um),power (mW)
after global routing,1010,0.458
after detailed placement,991,0.308
final,1010,0.438
after CTS,1010,0.445
after global placement,991,0.307
after floorplan,757,0.292
## power by group through the flow
stage	Clock (mW)	Combinational (mW)	Sequential, mW
5_1_grt	0.152	0.0303	0.276
6_report	0.137	0.0264	0.275
4_1_cts	0.143	0.0271	0.275
## final cells by class
class,instances,share of cell area
Inverter,2,0.00741
Tap cell,46,0.0568
Sequential cell,16,0.316
Multi-Input combinational cell,62,0.412
Clock buffer,3,0.0222
Timing Repair Buffer,19,0.185
Power and IR drop assume default switching activity.
